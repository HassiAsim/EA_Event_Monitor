<file path="flow/config.mk">
export PLATFORM = sky130hd
export DESIGN_NAME = trigger_unit
export DESIGN_NICKNAME = trigger_unit
export VERILOG_FILES = /design/flow/design.v
export SDC_FILE = /design/flow/constraint.sdc
export NUM_CORES = 4
export LEC_CHECK = 1
export CORE_UTILIZATION = 30
export SYNTH_HDL_FRONTEND = slang
</file>
<file path="flow/design.v">
`timescale 1ns/1ps
module trigger_unit #(
  parameter int PROBE_W = 32
)(
  input logic clk,
  input logic rst_n,
  input logic en,
  input logic arm,
  input logic [PROBE_W-1:0] probe_data,
  input logic [PROBE_W-1:0] trig_value,
  input logic [PROBE_W-1:0] trig_mask,
  input logic [1:0] trig_mode,
  output logic trigger_hit
);
  logic [PROBE_W-1:0] masked_probe;
  logic [PROBE_W-1:0] masked_value;
  logic [PROBE_W-1:0] masked_probe_d;
  logic raw_hit;
  assign masked_probe = probe_data & trig_mask;
  assign masked_value = trig_value & trig_mask;
  always_ff @(posedge clk or negedge rst_n) begin
    if (!rst_n) begin
      masked_probe_d <= '0;
    end else if (en) begin
      masked_probe_d <= masked_probe;
    end
  end
  always_comb begin
    raw_hit = 1'b0;
    unique case (trig_mode)
      2'b00: raw_hit = (masked_probe == masked_value);
      2'b01: raw_hit = ((masked_probe_d != masked_value) && (masked_probe == masked_value));
      default: raw_hit = 1'b0;
    endcase
  end
  always_comb begin
    trigger_hit = en && arm && raw_hit;
  end
  property p_trigger_safety;
    @(posedge clk) disable iff (!rst_n)
    trigger_hit |-> (en && arm);
  endproperty
  a_trigger_safety: assert property (p_trigger_safety)
    else $error("SVA ERROR: Trigger fired while unit was disabled or disarmed!");
  a_valid_out_check: assert property (@(posedge clk) disable iff (!rst_n) !$isunknown(trigger_hit));
endmodule
</file>
<file path="flow/run.sh">
#!/bin/bash
# OpenROAD 26Q1-2900-gdf79404cd8, Yosys 0.63+post, stock flow scripts
make -C /OpenROAD-flow-scripts/flow DESIGN_CONFIG=/design/flow/config.mk WORK_HOME=/design/flow/orfs finish
</file>
<file path="flow/constraint.sdc">
current_design trigger_unit

set clk_period 2.5
set clk_io_pct 0.2

create_clock -name clk0 -period $clk_period [get_ports {clk}]

set non_clock_inputs [all_inputs -no_clocks]
set_input_delay [expr $clk_period * $clk_io_pct] -clock clk0 $non_clock_inputs
set_output_delay [expr $clk_period * $clk_io_pct] -clock clk0 [all_outputs]
</file>
==> changes_impl.md <==
## Flow update

- Highest Clock Rate: 0.403 GHz
- CTS sink count: 32
- YS chip area: 2230 um^2
- DP Cell Count: 527
- Most instantiated logic cells after routing: 60 x dlygate4sd2_1, 54 x buf_4, 34 x nand3_1, 33 x inv_1, 32 x dfrtp_1
- Placed Area: 3730 um^2
- Met3 Routed Length: 538 um
- Post-route DRC violation count: 0
- CP endpoint kind: output port
- Synth warn: 0
- CP startpoint kind: primary input
- Crit-path cells: buf_6 > xor2_1 > a2111oi_4 > or3b_1 > and4bb_1 > o311a_1 > buf_2
- Port Buffers: 102
- Hold Vio Cnt, Final: 0
- H-tree depth: 2
- Mapped cell area: 2230 um^2
- Tool warnings: 26
- Tot GR Track Use: 0.188
- Routed WL per cell: 13.0 um
- R2R Path End: masked_probe_d[18]$_DFFE_PN0P_
- ANT nets after route: 0
- Initial DRC Count: 89
- DRT Pass-1 Iters: 4
- PwrDens: 378 nW/um^2
- Min Tclk post-route: 2480 ps
- Cell total in the yosys stat output: 281
- Core area: 7210 um^2
- Reg2reg start: masked_probe_d[18]$_DFFE_PN0P_
- Distinct lib cells: 26
- Flip-flop count of the largest register after layout: 32
- Synth-to-Final Area Change: 80.7%
- Largest net degree at the start of global routing: 65
- RSZ-0062 raised after global routing: true
- Post-synth seq share: 0.359
- Arr. time, crit path: 1980 ps
- Worst-path maximum fanout: 2
- Boundary Pins: 103
- WL met1: 3360 um
- Met2 WL post-DR: 3000 um
- CTS buffer count: 5
- Mean Syn Cell Area: 7.93 um^2
- Share of the synthesized area in the top cell type: 0.359
- Largest stage delay, worst path: 370 ps
- Placer Congestion: 0.860
- First-pass GRT wire length: 10800 um
- Post-Synthesis Cells: 281
- Hold Path Origin: probe_data[14]
- FP Rows: 31
- VDD IR max: 0.215 mV
- Biggest regs: masked_probe_d (32)
- Setup slack, reg-to-reg: 1820 ps
- Worst clock skew: 0 ps
- Total number of vias: 2512
- CP Data Required Time: 2000 ps
- Clk root buf: clkbuf_8
- Crit path from: trig_value[14]
- GR Overflow Total: 0
- Slew HR: 0.611
- Max layer used: met4
- Initial antenna violation count: 0
- Reg clk slew, reported paths: 60 ps
- Leakage: 0.00189 uW
- Max-Cap Viols: 0
- Most flops, register: masked_probe_d
- Post-synth regs: 32
- Setup Viol. Count Final: 0
- Biggest area consumer among synthesized cells: dfrtp_1
- Die Width: 88.2 um
- Via-to-Cell Ratio: 4.68
- Number of global-route vias before repair: 2375
- Top cell excl fill/tap: dlygate4sd2_1
- DIE AREA: 7780 um^2
- HPWL after DPL: 5510 um
- Setup CP Type: primary input to output port
- Clock latency (worst-skew pair): 280 ps
- Slew Limit Fails: 0
- Starting Density: 0.309
- Period Utilization, post-route: 0.994
- Hold path cells: 3
- Clk buf depth: 2
- Cell area leaders: dfrtp_1 36%, xnor2_1 13%, nand3_1 7.6%
- DIE HEIGHT: 88.2 um
- Worst slew pin tran: 584 ps
- Final instance area: 4030 um^2
- CTS tree: built
- Final wirelength: 7000 um
- # diodes: 0
- HP Class: primary input to register
- Reg2Reg Depth: 2
- Hold EP: masked_probe_d[14]$_DFFE_PN0P_
- Slowest cell on crit path: or3b_1
- Status: finished, final reports clean
- Non-Filler Instances: 537
- Share of cells above drive strength 1: 0.272
area by class of cell:
cell class | count | area (um^2)
Clock buffer | 8 | 90.1
Tap cell | 99 | 124
Fill cell | 688 | 3190
Inverter | 33 | 124
Timing Repair Buffer | 156 | 1360
Sequential cell | 32 | 801
Multi-Input combinational cell | 209 | 1520
power breakdown:
group / total (uW) / leakage (uW) / internal, uW / switching, uW
logic: 516 / 0.00143 / 290 / 226
clock network: 414 / 0.0000455 / 224 / 190
registers: 590 / 0.000416 / 559 / 31.3
per-layer routing:
| layer | vias up | GRT usage |
|---|---|---|
| met5 | - | 0 |
| met4 | 0 | 0.0264 |
| met3 | 10 | 0.0334 |
| met2 | 90 | 0.292 |
| met1 | 1119 | 0.288 |
| li1 | 1293 | - |
repair_timing:
item                       CTS  global route
setup buffers                3             0
resized                    139            20
hold buffers                 0             0
setup endpoints to repair    1             1
pin swaps                   34            14
cells in the mapped netlist, drive strengths merged:
cell type,instances
a2111oi,1
a31oi,1
o311a,1
o21ai,32
or3b,1
clkbuf,5
a22o,3
and3b,1
and4,1
nand2,45
inv,33
nor4,8
o22ai,14
nand4,1
nor3,5
and4bb,1
dfrtp,32
o2111ai,5
buf,2
nand3,34
xnor2,32
or3,1
xor2,7
nand3b,15
per-stage QoR:
| step | TNS, ps | hold WS (ps) | setup slack [ps] | power (uW) | util |
|---|---|---|---|---|---|
| final | 0 | 447 | 15.9 | 1520 | 0.558 |
| after global routing | -26.3 | 491 | -26.3 | 1610 | 0.558 |
| after CTS | 0 | 434 | 2.29 | 1530 | 0.550 |
| after detailed placement | -1030 | 524 | -1030 | 1090 | 0.517 |
| after global placement | -897 | 519 | -897 | 1090 | 0.517 |
| after floorplan | 0 | 204 | 321 | 777 | - |
worst max path at each step:
stage                         end  slack, ps
after CTS             trigger_hit          2
final                 trigger_hit         20
after global routing  trigger_hit        -30
critical path: cells and delay by family:
kind / cells / cell delay [ps]
and+or+nand+nor: 2 / 620
AOI/OAI and AO/OA: 2 / 490
buffers and inverters: 2 / 200
xor gates and xnor gates: 1 / 170
cells by family after synthesis:
group                     Yosys count  share of synthesized area
xor gates and xnor gates           39                      0.153
AOI/OAI and AO/OA                  57                      0.154
buffers and inverters              40                     0.0674
and+or+nand+nor                   113                      0.266
DFF                                32                      0.359
No activity file was given, so power comes from the tool's default toggle rates.
