===== flow/run.sh =====
#!/bin/bash
# OpenROAD 26Q1-2900-gdf79404cd8, Yosys 0.63+post, stock flow scripts
make -C /OpenROAD-flow-scripts/flow DESIGN_CONFIG=/design/flow/config.mk WORK_HOME=/design/flow/orfs finish

===== flow/config.mk =====
export PLATFORM = sky130hd
export DESIGN_NAME = event_monitor_top
export DESIGN_NICKNAME = event_monitor_top
export VERILOG_FILES = /design/flow/design.v
export SDC_FILE = /design/flow/constraint.sdc
export NUM_CORES = 4
export LEC_CHECK = 1
export CORE_UTILIZATION = 30
export SYNTH_HDL_FRONTEND = slang

===== flow/constraint.sdc =====
current_design event_monitor_top

set clk_period 37.5
set clk_io_pct 0.2

create_clock -name clk0 -period $clk_period [get_ports {clk}]

set non_clock_inputs [all_inputs -no_clocks]
set_input_delay [expr $clk_period * $clk_io_pct] -clock clk0 $non_clock_inputs
set_output_delay [expr $clk_period * $clk_io_pct] -clock clk0 [all_outputs]

===== flow/design.v =====
module event_monitor_core #(
  parameter int PROBE_W = 32,
  parameter int ID_W = 8,
  parameter int TS_W = 32,
  parameter int FIFO_DEPTH = 16
)(
  input logic clk,
  input logic rst_n,
  input logic en,
  input logic arm,
  input logic clear_sticky, 
  input logic [1:0] trig_mode,
  input logic [PROBE_W-1:0] trig_value,
  input logic [PROBE_W-1:0] trig_mask,
  input logic [ID_W-1:0] probe_id,
  input logic [PROBE_W-1:0] probe_data,
  input logic evt_pop,
  output logic [TS_W + ID_W + PROBE_W - 1:0] evt_data,
  output logic evt_valid,
  output logic triggered_sticky,
  output logic fifo_overflow_sticky,
  output logic fifo_empty,
  output logic fifo_full,
  output logic [$clog2(FIFO_DEPTH + 1)-1:0] fifo_count
);
  localparam int EVT_W = TS_W + ID_W + PROBE_W;
  logic [TS_W-1:0] ts;
  logic [PROBE_W-1:0] masked_probe;
  logic [PROBE_W-1:0] masked_value;
  logic [PROBE_W-1:0] masked_probe_d;
  logic trig_hit_now;
  logic push_pending;
  logic [EVT_W-1:0] pending_event;
  logic [EVT_W-1:0] fifo_pop_data;
  logic [EVT_W-1:0] fifo_peek_data;
  logic [EVT_W-1:0] last_popped;
  logic last_popped_valid;
  logic fifo_overflow;
  logic fifo_underflow;
  assign masked_probe = probe_data & trig_mask;
  assign masked_value = trig_value & trig_mask;
  always_comb begin
    trig_hit_now = 1'b0;
    unique case (trig_mode)
      2'd0: trig_hit_now = (masked_probe == masked_value);
      2'd1: trig_hit_now = ((masked_probe_d == '0) && (masked_probe != '0));
      default: trig_hit_now = 1'b0;
    endcase
  end
  always_ff @(posedge clk or negedge rst_n) begin
    if (!rst_n) begin
      ts <= '0;
      masked_probe_d <= '0;
    end else begin
      if (en) ts <= ts + 1'b1;
      masked_probe_d <= masked_probe;
    end
  end
  always_ff @(posedge clk or negedge rst_n) begin
    if (!rst_n) begin
      push_pending <= 1'b0;
      pending_event <= '0;
      triggered_sticky <= 1'b0;
      fifo_overflow_sticky <= 1'b0;
    end else begin
      push_pending <= 1'b0;
      if (en && arm && trig_hit_now) begin
        triggered_sticky <= 1'b1;
        pending_event <= {ts, probe_id, probe_data};
        push_pending <= 1'b1;
      end
      if (fifo_overflow) fifo_overflow_sticky <= 1'b1;
      if (clear_sticky) begin
         triggered_sticky <= 1'b0;
         fifo_overflow_sticky <= 1'b0;
      end
    end
  end
  sync_fifo #(.W(EVT_W), .DEPTH(FIFO_DEPTH)) u_fifo (
    .clk(clk),
    .rst_n(rst_n),
    .push(push_pending),
    .push_data(pending_event),
    .pop(evt_pop && !fifo_empty),
    .pop_data(fifo_pop_data),
    .peek_data(fifo_peek_data),
    .empty(fifo_empty),
    .full(fifo_full),
    .count(fifo_count),
    .overflow(fifo_overflow),
    .underflow(fifo_underflow)
  );
  always_ff @(posedge clk or negedge rst_n) begin
    if (!rst_n) begin
      last_popped <= '0;
      last_popped_valid <= 1'b0;
    end else begin
      last_popped_valid <= 1'b0;
      if (evt_pop && !fifo_empty) begin
        last_popped <= fifo_peek_data;
        last_popped_valid <= 1'b1;
      end
    end
  end
  assign evt_data = last_popped_valid ? last_popped : fifo_peek_data;
  assign evt_valid = !fifo_empty;
endmodule
module event_monitor_top #(
  parameter int PROBE_W = 32,
  parameter int ID_W = 8,
  parameter int TS_W = 32,
  parameter int FIFO_DEPTH = 16
)(
  input logic clk,
  input logic rst_n,
  input logic [ID_W-1:0] probe_id,
  input logic [PROBE_W-1:0] probe_data,
  input logic bus_wr,
  input logic bus_rd,
  input logic [7:0] bus_addr,
  input logic [31:0] bus_wdata,
  output logic [31:0] bus_rdata
);
  logic en;
  logic arm;
  logic [1:0] trig_mode;
  logic [PROBE_W-1:0] trig_value;
  logic [PROBE_W-1:0] trig_mask;
  logic clear_sticky;
  logic evt_pop;
  logic [TS_W + ID_W + PROBE_W - 1:0] evt_data;
  logic evt_valid;
  logic fifo_empty;
  logic fifo_full;
  logic [$clog2(FIFO_DEPTH + 1)-1:0] fifo_count;
  logic triggered_sticky;
  logic fifo_overflow_sticky;
  event_monitor_core #(
    .PROBE_W(PROBE_W),
    .ID_W(ID_W),
    .TS_W(TS_W),
    .FIFO_DEPTH(FIFO_DEPTH)
  ) u_core (
    .clk(clk),
    .rst_n(rst_n),
    .en(en),
    .arm(arm),
    .clear_sticky(clear_sticky),
    .trig_mode(trig_mode),
    .trig_value(trig_value),
    .trig_mask(trig_mask),
    .probe_id(probe_id),
    .probe_data(probe_data),
    .evt_pop(evt_pop),
    .evt_data(evt_data),
    .evt_valid(evt_valid),
    .triggered_sticky(triggered_sticky),
    .fifo_overflow_sticky(fifo_overflow_sticky),
    .fifo_empty(fifo_empty),
    .fifo_full(fifo_full),
    .fifo_count(fifo_count)
  );
  reg_block_simple #(
    .PROBE_W(PROBE_W),
    .ID_W(ID_W),
    .TS_W(TS_W),
    .FIFO_DEPTH(FIFO_DEPTH)
  ) u_regs (
    .clk(clk),
    .rst_n(rst_n),
    .bus_wr(bus_wr),
    .bus_rd(bus_rd),
    .bus_addr(bus_addr),
    .bus_wdata(bus_wdata),
    .bus_rdata(bus_rdata),
    .en(en),
    .arm(arm),
    .trig_mode(trig_mode),
    .trig_value(trig_value),
    .trig_mask(trig_mask),
    .clear_sticky(clear_sticky),
    .evt_pop(evt_pop),
    .evt_data(evt_data),
    .evt_valid(evt_valid),
    .fifo_empty(fifo_empty),
    .fifo_full(fifo_full),
    .fifo_count(fifo_count),
    .triggered_sticky(triggered_sticky),
    .fifo_overflow_sticky(fifo_overflow_sticky)
  );
endmodule
module reg_block_simple #(
  parameter int PROBE_W = 32,
  parameter int ID_W = 8,
  parameter int TS_W = 32,
  parameter int FIFO_DEPTH = 16
) (
  input logic clk,
  input logic rst_n,
  input logic bus_wr,
  input logic bus_rd,
  input logic [7:0] bus_addr,
  input logic [31:0] bus_wdata,
  output logic [31:0] bus_rdata,
  output logic en,
  output logic arm,
  output logic [1:0] trig_mode,
  output logic [PROBE_W-1:0] trig_value,
  output logic [PROBE_W-1:0] trig_mask,
  output logic clear_sticky,
  output logic evt_pop,
  input logic [TS_W+ID_W+PROBE_W-1:0] evt_data,
  input logic evt_valid,
  input logic fifo_empty,
  input logic fifo_full,
  input logic [$clog2(FIFO_DEPTH + 1)-1:0] fifo_count, 
  input logic triggered_sticky,
  input logic fifo_overflow_sticky
);
  localparam logic [7:0] ADDR_CONTROL    = 8'h00;
  localparam logic [7:0] ADDR_TRIG_VALUE = 8'h04;
  localparam logic [7:0] ADDR_TRIG_MASK  = 8'h08;
  localparam logic [7:0] ADDR_STATUS     = 8'h0C;
  localparam logic [7:0] ADDR_EVENT_BASE = 8'h10;
  logic [31:0] control_reg;
  always_ff @(posedge clk or negedge rst_n) begin
    if (!rst_n) begin
      control_reg <= 32'h0;
      trig_value <= '0;
      trig_mask <= '0;
    end else begin
      if (bus_wr) begin
        unique case (bus_addr)
          ADDR_CONTROL:    control_reg <= bus_wdata;
          ADDR_TRIG_VALUE: trig_value <= bus_wdata[PROBE_W-1:0];
          ADDR_TRIG_MASK:  trig_mask <= bus_wdata[PROBE_W-1:0];
          default: begin end
        endcase
      end
    end
  end
  always_comb begin
    en = control_reg[0];
    arm = control_reg[1];
    trig_mode = {1'b0, control_reg[2]};
    clear_sticky = bus_wr && (bus_addr == ADDR_CONTROL) && bus_wdata[3];
    evt_pop = bus_rd && evt_valid && (bus_addr == (ADDR_EVENT_BASE + 8'h08));
    bus_rdata = 32'h0;
    unique case (bus_addr)
      ADDR_CONTROL:    bus_rdata = control_reg;
      ADDR_TRIG_VALUE: bus_rdata = trig_value;
      ADDR_TRIG_MASK:  bus_rdata = trig_mask;
      ADDR_STATUS: begin
        bus_rdata[0] = fifo_empty;
        bus_rdata[1] = fifo_full;
        bus_rdata[15:8] = fifo_count; 
        bus_rdata[16] = triggered_sticky;
        bus_rdata[17] = fifo_overflow_sticky;
      end
      ADDR_EVENT_BASE: begin
        if (evt_valid) bus_rdata = evt_data[PROBE_W-1:0];
      end
      (ADDR_EVENT_BASE + 8'h04): begin
        if (evt_valid) begin
          bus_rdata[7:0] = evt_data[PROBE_W +: ID_W];
          bus_rdata[31:8] = evt_data[PROBE_W + ID_W +: 24];
        end
      end
      (ADDR_EVENT_BASE + 8'h08): begin
        if (evt_valid) bus_rdata[7:0] = evt_data[PROBE_W + ID_W + 24 +: 8];
      end
      default: begin end
    endcase
  end
endmodule
module sync_fifo #(
  parameter int W = 72,
  parameter int DEPTH = 16
) (
  input  logic clk,
  input  logic rst_n,
  input  logic        push,
  input  logic [W-1:0] push_data,
  input  logic        pop,
  output logic [W-1:0] pop_data,
  output logic [W-1:0] peek_data,    
  output logic empty,
  output logic full,
  output logic [$clog2(DEPTH+1)-1:0] count,
  output logic overflow,
  output logic underflow
);
  localparam int AW = (DEPTH <= 2) ? 1 : $clog2(DEPTH);
  logic [W-1:0] mem [0:DEPTH-1];
  logic [AW-1:0] wptr;
  logic [AW-1:0] rptr;
  function automatic [AW-1:0] inc_ptr(input [AW-1:0] ptr);
    if (ptr == DEPTH-1) inc_ptr = '0;
    else inc_ptr = ptr + 1'b1;
  endfunction
  always_comb begin
    empty = (count == 0);
    full  = (count == DEPTH);
  end
  assign peek_data = empty ? '0 : mem[rptr];
  always_ff @(posedge clk or negedge rst_n) begin
    if (!rst_n) begin
      wptr      <= '0;
      rptr      <= '0;
      count     <= '0;
      pop_data  <= '0;
      overflow  <= 1'b0;
      underflow <= 1'b0;
    end else begin
      logic do_pop;
      logic do_push;
      overflow  <= 1'b0;
      underflow <= 1'b0;
      do_pop  = pop && !empty;
      do_push = push && (!full || do_pop);
      if (pop && empty) underflow <= 1'b1;
      if (push && full && !do_pop) overflow <= 1'b1;
      if (do_pop) begin
        pop_data <= mem[rptr];
        rptr <= inc_ptr(rptr);
      end
      if (do_push) begin
        mem[wptr] <= push_data;
        wptr <= inc_ptr(wptr);
      end
      unique case ({do_push, do_pop})
        2'b10: count <= count + 1'b1;
        2'b01: count <= count - 1'b1;
        default: count <= count;
      endcase
    end
  end
  property p_no_overflow_loss;
    @(posedge clk) disable iff (!rst_n)
    (push && full) |-> pop;
  endproperty
  a_no_overflow_loss: assert property (p_no_overflow_loss)
    else $error("SVA ERROR: Attempted to push to full FIFO without popping!");
  property p_no_underflow;
    @(posedge clk) disable iff (!rst_n)
    (pop) |-> !empty; 
  endproperty
  a_no_underflow: assert property (p_no_underflow)
    else $error("SVA ERROR: Attempted to pop from empty FIFO!");
  property p_count_inc;
    @(posedge clk) disable iff (!rst_n)
    (push && !pop && !full) |=> (count == $past(count) + 1'b1);
  endproperty
  a_count_inc: assert property (p_count_inc)
    else $error("SVA ERROR: FIFO count did not increment after push!");
endmodule

==> metrics.yaml <==
outcome:
  outcome: "finished, final reports clean"
clocking:
  htreeDepth: 4
  cts-root-buf: "clkbuf_16"
  clockBufferDepth: 3
  clkTransAtPathRegs_ps: 60
  cts_setup_buffers: 0
  cts.sinks: 1474
  cts_tree: "done"
  cts_inserted_buffers: 149
  cts_resized: 0
  clk_latency_ps: 790
  cts_hold_buf: 0
logic_synthesis:
  synth_cells: 3595
  synth_cell_types: 54
  yosysTopAreaCell: "edfxtp_1"
  synthTopCellsByCount: "edfxtp_1, nand2_1, dfrtp_1, mux4_2, clkbuf_1"
  ys_seq_frac: 0.702
  syn_area_um2: 60700
  mux_share: 0.146
  synth-seq-cells: 1474
  synth-edff-count: 1152
  ys_cells: 3595
  synth-main-ff-cell: "edfxtp_1"
  avgSynthCellArea_um2: 16.9
  ys_sh_aoi: 0.0588
  yosysWarnings: 0
  synthTopCellsByArea: "edfxtp_1, dfrtp_1, mux4_2"
  ys_sh_xor: 0.0101
  yosysTopAreaCellShare: 0.570
  synth.cellmix.simpleShare: 0.0638
  synth.logic.top_family: "multiplexers"
  ys_sh_adder: 0.00165
  ys_chip_area_um2: 60700
  synth.most_common_cell: "edfxtp_1"
  synthArstFlopShare: 0.218
power:
  switching_share: 0.225
  power_frac_clock: 0.422
  pwr-share-seq: 0.523
  power.leakage_nw: 20.8
  power_switching_mw: 0.764
  power_frac_comb: 0.055
  p_per_area_nw_per_um2: 48.5
  p_int_mw: 2.63
  ir_drop_v: 0.0000316
  power_mw: 3.40
worst_setup_path:
  rr_endpoint: "u_core.pending_event[33]"
  path_class: "in -> out"
  timing.rr.start: "u_regs.trig_mask[30]"
  rr_worst_depth: 9
  cp_max_fo: 12
  r2r_setup_slack_ps: 32620
  startpoint_type: "input pin"
  critPathRequiredTime_ps: 30000
  cp-end-kind: "output pin"
  worstPathArrival_ps: 11040
sta:
  rsz0062_at_grt: "false"
  period_needed_ps: 18540
  slew_headroom: 0.348
  fin_setup_tns_ps: 0
  hold_viol_final: 0
  finalClockSkew_ps: 29.2
  period_used_share: 0.494
  setup_viol: 0
  drv_slew: 0
  worst_pin_slew_ps: 971
  fmax_mhz: 53.9
drt:
  drt_iter0_drc: 2554
  vias_per_cell: 5.23
  drc: 0
  drt_pass1_iterations: 6
  ant_nets: 0
  vias: 34100
  wire_per_inst_um: 25.8
  finalWirelength_mm: 168
cells_and_area:
  fill_cells: 18400
  drive_above_1_share: 0.198
  seq_area_um2: 42700
  largest_register_ff_count: 1152
  logic_area_um2: 17200
  reg_top3: "u_core.u_fifo.mem x1152, u_core.last_popped x72, u_core.pending_event x72"
  area_growth_syn_to_layout_pct: 15.3
  regMostFlops: "u_core.u_fifo.mem"
global_routing:
  grt_max_degree: 83
  antenna_found_initial: 3
  grt_pass1_wl_mm: 248
  gr-total-overflow: 0
  grt_pass1_vias: 36000
  groute.usage.overall: 0.176
floorplan:
  die_w_um: 452
  num_rows: 164
  floorplan.core_util: 0.303
  die_area_um2: 204000
  core_um2: 200000
  io_pins: 116
  die_y_um: 452
place:
  hpwl_mm: 104
  place_congestion: 0.953
  port_buffers: 115
hold_path:
  hold_path_class: "reg -> reg"
  whs_path_depth: 1
  min_to: "u_core.fifo_overflow_sticky"
  hp-start: "u_core.u_fifo.overflow"
job:
  openroad.warnings: 29
  maxCapViolations: 0
## how the worst max path moves through the flow
stage                  startpoint            to  cells past startpoint
final                 bus_addr[1]  bus_rdata[6]                      9
after global routing  bus_addr[1]  bus_rdata[6]                      9
after CTS             bus_addr[1]  bus_rdata[6]                      9
## area by class of cell
cell class                 count  area share
clock buffer                 212      0.0587
inverter                      10    0.000536
timing repair buffer         240      0.0302
tap                         2656      0.0475
clock inverter                60     0.00818
sequential                  1474       0.609
multi-input combinational   1869       0.246
antenna                        1   0.0000357
## cells in the final DEF, fill, tap and decap left out, types with 11 or more instances in the layout
cell             netlist  layout
xor2_1                40      40
nand3_1              111     110
a221oi_1              16      16
a22oi_1               32      32
clkinv_2               0      17
a22o_1                23      23
mux2i_1               75      75
a211oi_1             100     100
clkbuf_16              0     151
buf_4                  0     124
nand4_1               19      19
nand2b_1              22      22
o311ai_1              72      72
mux4_2               318     318
clkinv_1               0      22
a21oi_1               68      68
a311oi_1              73      73
nand2_1              394     393
nor2b_1               28      27
and2_1               112     111
edfxtp_1            1152    1152
o21ai_0               59      59
nor2_1                79      67
dfrtp_1              322     318
clkdlybuf4s50_1        0     112
mux2_2                86      86
xnor2_1               30      30
nor2_4                 0      12
clkbuf_1             132      51
a31oi_1               11      11
## critical path, stage by stage
cell	delay [ps]
clkdlybuf4s50_1	410
nor4_1	300
buf_4	210
nand4_1	370
buf_4	350
nor3_1	780
a31oi_1	170
a21oi_1	400
clkdlybuf4s50_1	540
## power groups by stage
stage         logic (mW)  registers [mW]  clock network (mW)
global route       0.200            1.78                1.53
finish             0.186            1.78                1.43
CTS                0.186            1.78                1.46
## cell families after synthesis
group	count (synthesis)
buffers and inverters	252
flip-flops	1474
XOR/XNOR	70
AND-OR/OR-AND	487
AND/OR/NAND/NOR	825
adder cells (fa/ha/maj)	8
multiplexers	479
## metrics by stage
step           hold slack, ps  setup slack, ps  utilization  instances  instance area, µm²
6_report                  455            18960        0.349       6522               70000
5_1_grt                   489            18930        0.349       6522               70000
4_1_cts                   456            19070        0.349       6521               70000
3_5_place_dp              442            19070        0.326       6249               65300
3_3_place_gp              444            19040        0.326       6249               65300
2_1_floorplan             428            20810            -       3595               60700
## routing by layer
metal,global-route usage,wire length (µm),vias up
met2,0.270,80800,1779
met3,0.0959,20500,300
met4,0.0609,7050,4
met5,0.00653,204,-
li1,-,-,14700
met1,0.216,59800,17400
Power figures rest on the tool's default switching activity, not on a simulated workload.
